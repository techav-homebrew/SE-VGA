==> design/flow/run.sh <==
#!/bin/bash
# OpenROAD 26Q1-2900-gdf79404cd8, Yosys 0.63+post, stock flow scripts
make -C /OpenROAD-flow-scripts/flow DESIGN_CONFIG=/design/flow/config.mk WORK_HOME=/design/flow/orfs finish
==> design/flow/config.mk <==
export PLATFORM = sky130hd
export DESIGN_NAME = sevga
export DESIGN_NICKNAME = sevga
export VERILOG_FILES = /design/flow/design.v
export SDC_FILE = /design/flow/constraint.sdc
export NUM_CORES = 4
export LEC_CHECK = 1
export CORE_UTILIZATION = 50
==> design/flow/constraint.sdc <==
current_design sevga

set clk_period 4.9
set clk_io_pct 0.2

create_clock -name clk0 -period $clk_period [get_ports {pixClk}]

set non_clock_inputs [all_inputs -no_clocks]
set_input_delay [expr $clk_period * $clk_io_pct] -clock clk0 $non_clock_inputs
set_output_delay [expr $clk_period * $clk_io_pct] -clock clk0 [all_outputs]
==> design/flow/design.v <==
module sevga (
    input wire              nReset,      
    input wire              pixClk,      
    output wire             nhSync,      
    output wire             nvSync,      
    output wire             vidOut,      
    output logic [14:0]     vramAddr,    
    inout logic [7:0]       vramData,    
    output wire             nvramOE,     
    output wire             nvramWE,     
    output wire             nvramCE0,    
    output wire             nvramCE1,    
    input logic [23:1]      cpuAddr,     
    input logic [15:0]      cpuData,     
    input wire              ncpuAS,      
    input wire              ncpuUDS,     
    input wire              ncpuLDS,     
    input wire              cpuRnW,      
    input logic [2:0]       ramSize      
);
logic [10:0] hCount;     
logic [9:0] vCount;      
wire nhSyncInner;
always @(negedge pixClk) begin
    if(hCount < 11'd1343) hCount <= hCount + 11'd1;
    else begin
        hCount <= 11'd0;
        if(vCount < 10'd805) vCount <= vCount + 10'd1;
        else vCount <= 10'd0;
    end
end
always_comb begin
    if(hCount >= 11'd1052 && hCount < 11'd1187) nhSyncInner <= 0;
    else nhSyncInner <= 1;
    nhSync <= nhSyncInner;
    if(vCount >= 10'd729 && vCount < 10'd735) nvSync <= 0;
    else nvSync <= 1;
end
wire hActive, vActive;       
wire vidActive;              
wire hLoad;                  
assign vidActive = hActive & vActive;
always_comb begin
    if(hCount >= 3 && hCount < 1027) hActive <= 1;
    else hActive <= 0;
    if(vCount >= 0 && vCount < 684) vActive <= 1;
    else vActive <= 0;
    if(hCount >= 0 && hCount < 1024 && vActive) hLoad <= 1;
    else hLoad <= 0;
end
wire [3:0] vSeq = hCount[3:0];
parameter
    S0  =   4'b0000,     
    S1  =   4'b0001,     
    S2  =   4'b0011,     
    S3  =   4'b0010,     
    S4  =   4'b0110,     
    S5  =   4'b0111,     
    S6  =   4'b0101,     
    S7  =   4'b0100,     
    S8  =   4'b1100,     
    S9  =   4'b1101,     
    S10 =   4'b1111,     
    S11 =   4'b1110,     
    S12 =   4'b1010,     
    S13 =   4'b1011,     
    S14 =   4'b1001,     
    S15 =   4'b1000;     
logic [3:0] pState;
always @(negedge pixClk or negedge nReset) begin
    if(!nReset) pState <= S2;    
    else begin
        case(pState)
            S0: pState <= S1;    
            S3: pState <= S4;    
            S5: pState <= S6;    
            S2: begin
                if(vSeq == 4'hF) pState <= S0;    
                else if(cpuUWriteReq && !cpuUWriteSrv && vSeq < 4'hD) pState <= S3;
                else if(cpuLWriteReq && !cpuLWriteSrv && vSeq < 4'hD) pState <= S5;
                else if(cpuVIAReq    && !cpuVIASrv    && vSeq < 4'hE) pState <= S7;
                else pState <= S2;
            end
            default: pState <= S2;  
        endcase
    end
end
always_comb begin
    if((pState == S0 || pState == S1) && hLoad) nvramOE <= 0;
    else nvramOE <= 1;
    if(pState == S3 || pState == S5) nvramWE <= 0;
    else nvramWE <= 1;
    case(pState)
        S0, S1: begin
            if(hLoad) begin
                nvramCE0 <= ~vidBufSel;
                nvramCE1 <= vidBufSel;
            end else begin
                nvramCE0 <= 1;
                nvramCE1 <= 1;
            end
        end
        S3, S4, S5, S6: begin
            nvramCE0 <= ~cpuBufSel;
            nvramCE1 <= cpuBufSel;
        end
        default: begin
            nvramCE0 <= 1;
            nvramCE1 <= 1;
        end
    endcase
    case(pState)
        S0, S1: begin
            if(hLoad) begin
                vramAddr[14:6] <= vCount[9:1];
                vramAddr[5:0] <= hCount[9:4];
            end else begin
                vramAddr <= 0;
            end
        end
        S3, S4: begin
            vramAddr[14:1] <= cpuAddrShift;
            vramAddr[0] <= 0;
        end
        S5, S6: begin
            vramAddr[14:1] <= cpuAddrShift;
            vramAddr[0] <= 1;
        end
        default: begin
            vramAddr <= 0;
        end
    endcase
    case(pState)
        S3, S4 : vramData <= cpuData[15:8];
        S5, S6 : vramData <= cpuData[7:0];
        default: vramData <= 8'hZ;
    endcase
end
logic [8:0] vidData;         
always @(posedge pixClk) begin
    if(pState == S1 && hLoad) begin
        vidData[7:0] <= vramData;
    end else if(!hCount[0] && vidActive) begin
        vidData[8:1] <= vidData[7:0];
        vidData[0] <= 1;
    end
end
always_comb begin
    if(vidActive) vidOut <= ~vidData[8];
    else vidOut <= 0;
end
wire cpuUWriteReq, cpuLWriteReq, cpuVIAReq;
reg  cpuUWriteSrv, cpuLWriteSrv, cpuVIASrv;
wire cpuBufSel;
wire cpuBufAddr;
reg vidBufSel;
wire [13:0] cpuAddrShift = cpuAddr[14:1] - 14'h1380;
wire cpuBufRange;
always_comb begin
    cpuBufRange <= (cpuAddr[14:1] >= 14'h1380) & (cpuAddr[14:1] < 14'h3E40);
    if(!ncpuAS && !cpuRnW
            && !cpuAddr[23] && !cpuAddr[22]      
            && !(cpuAddr[21] ^ ramSize[2])       
            && !(cpuAddr[20] ^ ramSize[1])
            && !(cpuAddr[19] ^ ramSize[0])
            && cpuAddr[18] && cpuAddr[17]        
            && cpuAddr[16]                       
            && cpuBufRange                       
    ) begin
        cpuBufAddr <= 1;
    end else begin
        cpuBufAddr <= 0;
    end
    cpuBufSel <= ~cpuAddr[15];                    
    if(cpuBufAddr && !ncpuUDS) cpuUWriteReq <= 1;
    else cpuUWriteReq <= 0;
    if(cpuBufAddr && !ncpuLDS) cpuLWriteReq <= 1;
    else cpuLWriteReq <= 0;
    if(ncpuAS==0 && cpuRnW==0 && ncpuUDS==0
            && cpuAddr == 22'h77FFFF) cpuVIAReq <= 1;
    else cpuVIAReq <= 0;
end
always @(posedge pixClk or posedge ncpuAS) begin
    if(ncpuAS) begin
        cpuUWriteSrv <= 0;
        cpuLWriteSrv <= 0;
        cpuVIASrv    <= 0;
    end else begin
        if(ncpuAS) begin
            cpuUWriteSrv <= 0;
            cpuLWriteSrv <= 0;
            cpuVIASrv    <= 0;
        end else begin
            if(cpuUWriteReq && pState == S3) cpuUWriteSrv <= 1;
            if(cpuLWriteReq && pState == S5) cpuLWriteSrv <= 1;
            if(cpuVIAReq    && pState == S7) cpuVIASrv    <= 1;
        end
    end
end
always @(posedge pixClk or negedge nReset) begin
    if(!nReset) vidBufSel <= 0;
end
endmodule
==> Slide: Implementation Results <==
Flow Results at a Glance

Status
  • Status: did not finish
  • Failing step: clock tree synthesis (4_1_cts)
  • Tool error: [error] [KeplerFormal.cpp:679] Workflow failed: Iso has multiple drivers: .vramData0, _352_.X0

Yosys
  • Synth Warn #: 38
  • Cell taking the most area after synthesis: edfxtp_1
  • Flip-flops with a built-in enable: 19
  • Synth top area share: 22.7%
  • Main flop type: edfxtp_1
  • Cell area after synthesis: 2510 µm²
  • Unique cell types: 51
  • Registers, synthesis: 41
  • Post-synth ARST share: 26.8%
  • Cells after Synth: 263
  • Main area contributors: edfxtp_1 (23%), dfxtp_1 (8.8%), dfrtn_1 (7.0%)
  • YS chip area: 2510 µm²
  • Mapped Avg Cell Area: 9.56 µm²
  • Sequential element share of the synthesized area: 42.5%
  • # Cells Yosys: 263

Placement
  • GP Congestion: 0.926
  • Post-Place Cells: 439
  • Placed wire-length estimate: 5030 µm
  • IO Port Bufs: 69
  • DP Area: 3670 µm²

CTS
  • Clk buf depth: 2
  • Clock Sinks: 41
  • Hold buffers post-CTS: 0
  • H-tree depth: 2
  • Post-CTS setup buffers: 31
  • PostCTS Resize Cnt: 104
  • Clock root buffer: clkbuf_8
  • Number of CTS-inserted buffers: 5

Floorplan
  • Row count: 25
  • Die Wd: 72.9 µm
  • Ports: 78
  • Die Ht: 72.9 µm
  • FP Util: 52.5%
[Yosys cell counts, types with 3 or more instances]
cell type,instances
nor2_1,33
edfxtp_1,19
xor2_1,16
a22o_1,14
clkbuf_1,14
nand2_1,12
dfxtp_1,11
inv_1,11
nand3_1,10
nand4_1,10
nor4_1,10
mux2_2,8
dfrtn_1,7
mux2_1,7
xnor2_1,7
a21oi_1,6
ha_1,6
nor3_1,6
and3_1,4
a31oi_1,3
dfrtp_1,3
nor2b_1,3
o21ai_1,3
o2bb2ai_1,3
[metrics by stage]
stage	worst slack (ps)	utilization [%]	total power, mW	setup TNS [ps]
global placement	-454	76.7	0.467	-6460
floorplan	1.96	-	0.408	0
detailed placement	-476	76.7	0.467	-6970
[cell families after synthesis]
family                     Yosys count  synth area share (%)
muxes                               15                  6.72
xor gates and xnor gates            23                  8.01
buffers and inverters               28                  4.28
DFF                                 41                  42.5
and+or+nand+nor                    104                  21.6
AOI/OAI and AO/OA                   46                  13.9
adders and majority gates            6                  2.99
No activity file was given, so power comes from the tool's default toggle rates.
